--- flow/config.mk ---
export PLATFORM = sky130hd
export DESIGN_NAME = top
export DESIGN_NICKNAME = top
export VERILOG_FILES = /design/flow/design.v
export SDC_FILE = /design/flow/constraint.sdc
export NUM_CORES = 4
export LEC_CHECK = 1
export CORE_UTILIZATION = 30
--- flow/constraint.sdc ---
current_design top

set clk_period 3.4
set clk_io_pct 0.2

create_clock -name clk0 -period $clk_period [get_ports {clk}]

set non_clock_inputs [all_inputs -no_clocks]
set_input_delay [expr $clk_period * $clk_io_pct] -clock clk0 $non_clock_inputs
set_output_delay [expr $clk_period * $clk_io_pct] -clock clk0 [all_outputs]
--- flow/design.v ---
module crossroad_traffic_light(
    output reg [2:0] led1, led2, 
    output reg [6:0] led_out,
    input clk_in, rst
    );
    parameter RED = 3'b100, 
              GREEN = 3'b010,
              YELLOW = 3'b110,
              L1G_L2R = 2'b00,  
              L1Y_L2R = 2'b01,  
              L1R_L2G = 2'b10,  
              L1R_L2Y = 2'b11,  
              DIVISOR = 28'd125000000,
              YELLOW_delay = 4'd2,  
              GREEN_delay = 4'd7,   
              RED_delay = 4'd9;     
    reg[1:0] state, next_state;
    reg GREEN_count_en = 0, YELLOW_count_en = 0, delay7s = 0, delay2s = 0;
    reg[27:0] clk_counter = 0;
    reg[27:0] count_delay = 0;
    reg clk;  
    always @(posedge clk_in, posedge rst) begin
        if (rst) state <= 2'b00;
        else state <= next_state;
    end
    always @(*) begin 
        case (state)
            L1G_L2R: begin
                led1 = GREEN;
                led2 = RED;
                GREEN_count_en = 1;
                YELLOW_count_en = 0;
                if (delay7s) next_state = L1Y_L2R;
                else next_state = L1G_L2R;
            end
            L1Y_L2R: begin
                led1 = YELLOW;
                led2 = RED;
                YELLOW_count_en = 1;
                GREEN_count_en = 0;
                    if (delay2s) next_state = L1R_L2G;
                else next_state = L1Y_L2R;
            end
            L1R_L2G: begin
                led1 = RED;
                led2 = GREEN;
                GREEN_count_en = 1;
                YELLOW_count_en = 0;
                if (delay7s) next_state = L1R_L2Y;
                else next_state = L1R_L2G;
            end
            L1R_L2Y: begin
                led1 = RED;
                led2 = YELLOW;
                YELLOW_count_en = 1;
                GREEN_count_en = 0;
                if (delay2s) next_state = L1G_L2R;
                else next_state = L1R_L2Y;
            end        
            default: next_state = L1G_L2R;
        endcase
    end
    always @(posedge clk) begin
        if (GREEN_count_en || YELLOW_count_en)
            count_delay <= count_delay + 28'b1;
            if ((count_delay == GREEN_delay-1) && GREEN_count_en) begin
                delay7s <= 1;
                delay2s <= 0;
                count_delay <= 0;
            end
            else if ((count_delay == YELLOW_delay-1) && YELLOW_count_en) begin
                delay7s <= 0;
                delay2s <= 1;
                count_delay <= 0;            
            end
            else begin
                delay7s <= 0;
                delay2s <= 0;
            end     
    end      
    always @(posedge clk_in) begin
        clk_counter <= clk_counter + 1;
        if (clk_counter >= (DIVISOR-1)) 
            clk_counter <= 28'd0;
            clk <= (clk_counter < DIVISOR/2)?1'b1:1'b0;
    end
    wire[6:0] led7;   
    assign led7 = (GREEN_count_en) ? RED_delay-1 - count_delay:
                  (YELLOW_count_en) ? YELLOW_delay-1 - count_delay:
                  10;
    always @(*) begin
            case (led7) 
                0: led_out = 7'b1000000;
                1: led_out = 7'b1111001;
                2: led_out = 7'b0100100;
                3: led_out = 7'b0110000;
                4: led_out = 7'b0011001;
                5: led_out = 7'b0010010;
                6: led_out = 7'b0000010;
                7: led_out = 7'b1111000;
                8: led_out = 7'b0000000;
                9: led_out = 7'b0010000;
                default: led_out = 7'b1111111;
            endcase
    end
endmodule
module top(
    output led4_b, led4_g, led4_r, led5_b, led5_g, led5_r, 
    output [6:0] ck_io,
    input clk, btn
    );
    wire[2:0] led1, led2;
    assign {led4_r, led4_g, led4_b} = led1;
    assign {led5_r, led5_g, led5_b} = led2;
    crossroad_traffic_light crl(.led1(led1), .led2(led2),.led_out(ck_io), .clk_in(clk), .rst(btn));
endmodule
--- flow/run.sh ---
#!/bin/bash
# OpenROAD 26Q1-2900-gdf79404cd8, Yosys 0.63+post, stock flow scripts
make -C /OpenROAD-flow-scripts/flow DESIGN_CONFIG=/design/flow/config.mk WORK_HOME=/design/flow/orfs finish
==> metrics.yaml <==
sta:
  rsz0062_at_grt: "no"
  unclocked_regs: 30
  untimed_endpoints: 30
  hold_viol: 0
  drv_slew: 0
  setup_viol: 0
  post-route-period-util_pct: 93.10
  fin_ws_ps: 234.4
  fin_setup_tns_ps: 0
  worst_pin_slew_ps: 859.6
  fmax_mhz: 315.9
  slew_headroom_pct: 42.61
  period_needed_ps: 3166
  fin_skew_ps: 4.253
  holdWs_ps: 439.6
logic_synthesis:
  ys_cells: 369
  yosys.cell_count.top_type: "dfxtp_1"
  common_cells: "59 x dfxtp_1, 51 x nor2_1, 37 x nand2_1, 31 x xnor2_1, 21 x xor2_1"
  ys_seq_elements: 63
  synth_area_um2: 3234
  syn_avg_cell_area_um2: 8.765
  top_area_cell: "dfxtp_1"
  syn_inst: 369
  ys_chip_area_um2: 3234
  synthArstFlopShare_pct: 6.349
  ff_type: "dfxtp_1"
  top_cell_area_share_pct: 36.52
  synth_warnings: 1
  synth_cell_types: 54
  edf_count: 0
  ys_seq_share_pct: 39.65
  yosys-top-cells-area: "dfxtp_1 37%, xnor2_1 8.4%, nor2_1 5.9%"
floorplan:
  rows: 37
  io_pins: 15
  die_area_um2: 11200
  die_y_um: 105.8
  fp.dieW_um: 105.8
  fp-utilization_pct: 31.19
  fp.coreArea_um2: 10370
power:
  switching_power_uw: 148.5
  power_frac_comb_pct: 2.1
  switching_share_pct: 20.94
  p_leak_nw: 1.366
  p_per_area_nw_per_um2: 198.2
  clkPwrFrac_pct: 39.1
  sequentialPowerShare_pct: 58.8
  p_int_uw: 560.5
  ir_drop_mv: 0.1295
setup_path:
  crit_arrival_ps: 2490
  critPathKind: "reg2out"
  required_ps: 2720
  slowest_delay_ps: 450
  end_kind: "primary output"
  crit_path_top_delay_cell: "dfrtp_1"
  startpoint_type: "flop"
  crit_path_max_fanout: 7
  crit_chain: "nor2_2 > buf_4 > xnor2_1 > inv_1 > ha_1 > or2_2 > a21oi_1 > o21ai_1 > clkdlybuf4s50_1"
placed_design:
  dpl.hpwl_um: 4095
  placed_area_um2: 3495
  io_buffers: 12
  gpl.final_weighted_congestion: 0.8059
  place_ws_ps: 481.2
routing:
  dr.pass1.iters: 4
  vias_per_cell: 4.680
  post_drt_wl_per_cell_um: 10.69
  drc: 0
  drtAntennaViolNets: 0
  initialDrtViolationCount: 131
  antenna_cells: 0
  vias: 2429
  wl_um: 5547
job:
  tool_warnings: 33
  maxCapViolCount: 0
grt:
  gr-usage-all-layers_pct: 10.74
  antenna_found_initial: 0
  grt_pass1_vias: 2281
  gr-total-overflow: 0
  grt_max_degree: 31
  grt_pass1_wl_um: 10170
layout:
  postLayoutCoreUtil_pct: 34.50
  drive_gt1_share_pct: 4.961
  area_growth_pct: 10.60
  n_fill_cell: 1053
  design_area_um2: 3577
worst_hold_path:
  min_path_type: "reg2reg"
clock_tree:
  clk_path_buf_depth: 2
  clkLatencyLatePin_ps: 280
  cts_tree: "done"
  h-tree-depth: 2
  root_buffer: "clkbuf_8"
  clk_pin_slew_ps: 60
  cts_made_buffers: 5
run_status:
  status: "completed"
## layout make-up
cell class | instances | area (um2) | area share (%)
multi-input cells | 282 | 1846 | 51.59
inverters | 15 | 56.30 | 1.574
repair buffers | 15 | 142.6 | 3.987
well taps | 136 | 170.2 | 4.757
flip-flops and latches | 63 | 1282 | 35.85
clock buffers | 8 | 80.08 | 2.239
## registers in the layout, summed over array words and instances, names as in the netlist
name,count
crl.clk,1
crl.delay2s,1
crl.count_delay,28
crl.state,4
crl.clk_counter,28
crl.delay7s,1
## critical path: cells and delay by family (launching register included)
kind | cells | cell delay [ps]
xor+xnor | 1 | 200
fa+ha+maj | 1 | 180
flops | 1 | 450
compound gates | 2 | 210
simple gates | 2 | 490
buf+inv | 3 | 680
## power groups by stage
stage	Combinational (mW)	Sequential [mW]	Clock (mW)
CTS	0.0153	0.417	0.287
finish	0.0149	0.417	0.277
global route	0.0178	0.418	0.305
## timing repair
item,CTS,global route
gates resized,0,1
hold buffers,0,0
buffers inserted,0,0
setup endpoints to repair,0,2
## kinds of logic (layout without fill, tap and decap cells)
kind of cell / count (synthesis) / count (layout) / synth area share, %
multiplexers: 5 / 5 / 1.973
buffers and inverters: 26 / 38 / 3.598
other: 1 / 3 / 0.1159
flip-flops: 63 / 63 / 39.65
adder cells (fa/ha/maj): 12 / 12 / 4.642
AND-OR/OR-AND: 34 / 34 / 7.157
AND/OR/NAND/NOR: 175 / 175 / 27.93
XOR/XNOR: 53 / 53 / 14.93
## per-stage QoR
step | power [mW] | cells
after global routing | 0.7410 | 519
after global placement | 0.4404 | 511
final | 0.7090 | 519
after CTS | 0.7192 | 519
after floorplan | 0.4369 | 371
after detailed placement | 0.4407 | 511
## cell usage in the layout (no fill, tap or decap), drive strengths merged, types with 3 or more instances in the layout
cell and n:
xor2 22, nand2 37, mux2i 4, nor4 12, dfxtp 59, inv 15, dfrtp 3, and3 11
ha 12, nor2 51, and4 6, nand3 15, a21oi 5, clkdlybuf4s50 12, nand4 16, nor3 8
o21ai 14, conb 3, and2 7, buf 3, clkbuf 8, a211oi 3, xnor2 31
## worst paths after layout
check / startpoint / endpoint / slack [ps] / depth (start not counted)
worst max-delay path: crl.state[3] / ck_io[6] / 230 / 9
worst min-delay path: crl.clk_counter[0] / crl.clk_counter[0] / 440 / 1
worst max register to register: crl.clk_counter[14] / crl.clk_counter[26] / 1370 / 5
worst min register to register: crl.clk_counter[0] / crl.clk_counter[0] / 440 / 1
max in group asynchronous: btn / crl.state[0] / 2590 / 2
min in group asynchronous: btn / crl.state[1] / 580 / 2
## per-layer routing
layer	global-route usage, %	vias to the layer above	routed length [um]
met3	1.514	6	96
met4	1.091	0	63
li1	-	1293	-
met1	15.74	1120	2965
met5	0	-	0
met2	17.65	10	2421
No activity file was given, so power comes from the tool's default toggle rates.
